===== ./run.sh =====
#!/bin/bash
# OpenROAD 26Q1-2900-gdf79404cd8, Yosys 0.63+post, stock flow scripts
make -C /OpenROAD-flow-scripts/flow DESIGN_CONFIG=/design/flow/config.mk WORK_HOME=/design/flow/orfs finish

===== ./config.mk =====
export PLATFORM = sky130hd
export DESIGN_NAME = adder_32bit
export DESIGN_NICKNAME = adder_32bit
export VERILOG_FILES = /design/flow/design.v
export SDC_FILE = /design/flow/constraint.sdc
export NUM_CORES = 4
export LEC_CHECK = 1
export CORE_AREA = 10 10 114 114
export DIE_AREA = 0 0 124 124

===== ./constraint.sdc =====
current_design adder_32bit

set clk_period 14.1
set clk_io_pct 0.2

create_clock -name clk0 -period $clk_period

set non_clock_inputs [all_inputs -no_clocks]
set_input_delay [expr $clk_period * $clk_io_pct] -clock clk0 $non_clock_inputs
set_output_delay [expr $clk_period * $clk_io_pct] -clock clk0 [all_outputs]

===== ./design.v =====
`timescale 1ns / 1ps
module adder_16bit(
    input [15:0] a,
    input [15:0] b,
    input c_in,
    output [15:0] sum,
    output c_out
    );
    wire [2:0] carry;  
    adder_4bit add0(a[3:0], b[3:0], c_in, sum[3:0], carry[0]);
    adder_4bit add1(a[7:4], b[7:4], carry[0], sum[7:4], carry[1]);
    adder_4bit add2(a[11:8], b[11:8], carry[1], sum[11:8], carry[2]);
    adder_4bit add3(a[15:12], b[15:12], carry[2], sum[15:12], c_out);    
endmodule
`timescale 1ns / 1ps
module adder_32bit(
    input [31:0] a,
    input [31:0] b,
    input carry_in,
    output [31:0] sum,
    output c_out
    );
    wire carry;  
    adder_16bit add0(a[15:0], b[15:0], carry_in, sum[15:0], carry);
    adder_16bit add1(a[31:16], b[31:16], carry, sum[31:16], c_out);       
endmodule
`timescale 1ns / 1ps
module adder_4bit(
    input [3:0] a,
    input [3:0] b,
    input c_in,
    output [3:0] sum,
    output c_out
);
    wire [2:0] carry;  
    full_adder fa0 (a[0], b[0], c_in, sum[0], carry[0]);
    full_adder fa1 (a[1], b[1], carry[0], sum[1], carry[1]);
    full_adder fa2 (a[2], b[2], carry[1], sum[2], carry[2]);
    full_adder fa3 (a[3], b[3], carry[2], sum[3], c_out);
endmodule
`timescale 1ns / 1ps
module full_adder(
		input	a,
		input	b,
		input	c_in,
		output	s,
		output	c);
	assign s = a ^ (b ^ c_in);
	assign c = (a & b) | (c_in & (a | b));
endmodule

==> impl_metrics.json <==
{
  "initial_core_util": 0.0874,
  "ys_top_cells_by_count": "buf_4 (32), fa_1 (32), inv_1 (8)",
  "drive_gt1_frac": 0.312,
  "routed_wl_um": 3500,
  "die-area_um2": 15400,
  "power_density_nw_per_um2": 40.7,
  "grt_use_total": 0.0433,
  "drt-vias-per-instance": 2.69,
  "setup_viol": 10,
  "max-cap-violations": 0,
  "rsz0062_at_grt": "true",
  "synthAdderAreaFrac": 0.703,
  "ys_cells": 72,
  "hp-start": "a[0]",
  "ant_nets": 0,
  "dpl_cell_area_um2": 1900,
  "grt_pass1_vias": 921,
  "netlist_instances": 72,
  "finalHoldViolations": 0,
  "yosysTopAreaCellShare": 0.703,
  "firstDrtPassIters": 2,
  "yosys.area.top_type": "fa_1",
  "grt_pass1_wl_um": 5030,
  "crit_path_start_kind": "primary input",
  "worstPathMaxFanout": 1,
  "ys_area_um2": 911,
  "numPortBuffers": 98,
  "max_freq_mhz": 57.3,
  "syn_to_final_growth_pct": 103,
  "initialDrtViolationCount": 9,
  "final_util": 0.177,
  "synth.cell_area_um2": 911,
  "p_leak_nw": 0.640,
  "ir_worst_vdd_mv": 0.0138,
  "seq_cell_count": 0,
  "pre_cts_ws_ps": -3770,
  "path_common_cell": "fa_2",
  "nFillCells": 1145,
  "final_min_period_over_clock_period": 1.24,
  "end_kind": "output pin",
  "slew_viol_final": 0,
  "run_status": "complete, but fails checks",
  "tool_warnings": 35,
  "hold_buffers": 0,
  "finalWorstSetupSlack_ps": -3360,
  "ys_top_cells_by_area": "fa_1 (70%), buf_4 (26%), inv_1 (3.3%)",
  "regArea_um2": 0,
  "grt_max_degree": 2,
  "min_path_cells": 3,
  "vias": 738,
  "dpl.hpwl_um": 3490,
  "min_path_type": "in -> out",
  "postSynthAreaPerCell_um2": 12.7,
  "slowest_stage": "clkdlybuf4s50_1",
  "drc": 0,
  "worstSetupPathType": "in -> out",
  "postLayoutCellArea_um2": 1850,
  "required_ps": 11280,
  "grt_overflow": 0,
  "ios": 98,
  "ys_sh_simple": 0,
  "insertedDiodeCount": 0,
  "core-area_um2": 10400,
  "ys_sh_mux": 0,
  "violations": "setup timing",
  "worstMarginPinSlew_ps": 138,
  "xor_share": 0,
  "synth_cell_types": 3,
  "slowest_delay_ps": 480,
  "gp_congestion": 0.862,
  "die_h_um": 124,
  "yosys_warnings": 0,
  "avgRoutedWirePerCell_um": 12.8,
  "aoi_share": 0,
  "die_w_um": 124,
  "yosys.stat.seqShare": 0,
  "min_to": "sum[0]",
  "antenna_found_initial": 0,
  "layout_min_cycle_time_ps": 17460,
  "rows": 37,
  "arrival_ps": 14640,
  "synthTopLogicFamily": "adder cells",
  "n_clock_buffer": 0,
  "maxSlewHeadroom": 0.908
}
[where the power goes]
group          total [mW]  switching (mW)  internal (mW)
clock network           0               0              0
logic              0.0752          0.0220         0.0532
registers               0               0              0
total              0.0752          0.0220         0.0532
[logic make-up (layout without fill, tap and decap cells)]
| family | count (synthesis) | in the layout |
|---|---|---|
| fa+ha+maj | 32 | 32 |
| buf+inv | 40 | 106 |
[stage by stage]
stage / total power, mW / hold WS [ps] / setup TNS (ps) / cells
finish: 0.0752 / 6370 / -18860 / 274
global route: 0.0857 / 6380 / -21550 / 274
CTS: 0.0773 / 6370 / -19530 / 274
detailed placement: 0.0834 / 6700 / -27500 / 274
global placement: 0.0832 / 6710 / -27260 / 274
floorplan: 0.0390 / 5870 / -14230 / 72
[worst max-delay path by stage]
stage,from,end,slack (ps),cells past startpoint
5_1_grt,a[0],sum[31],-3680,36
4_1_cts,a[0],sum[31],-3420,36
6_report,a[0],sum[31],-3360,36
[critical path: cells and delay by family]
| kind | cells | cell delay (ps) |
|---|---|---|
| adder cells (fa/ha/maj) | 32 | 11130 |
| buffers and inverters | 4 | 690 |
[routing by layer]
layer	track usage	vias to the layer above	routed length, µm
met1	0.0467	328	1270
li1	-	308	-
met3	0.0386	0	967
met5	0	-	0
met2	0.0672	102	1260
met4	0	0	0
[cell type report]
cell class / count / area, µm² / area share
Inverter: 8 / 30.0 / 0.0162
Timing Repair Buffer: 98 / 932 / 0.504
Tap cell: 136 / 170 / 0.0921
Multi-Input combinational cell: 32 / 716 / 0.387
[repair_timing]
item / CTS / global route
endpoints found under the hold margin: 0 / 0
cloned: 0 / 0
setup endpoints to repair: 13 / 11
buffers inserted: 0 / 0
resized: 44 / 1
[layout by cell type (no fill, tap or decap)]
cell type / n
buf_2: 10
buf_6: 2
clkdlybuf4s50_1: 85
dlygate4sd2_1: 1
fa_1: 2
fa_2: 30
inv_1: 7
inv_2: 1
Power is estimated from default activity; no workload was simulated.
