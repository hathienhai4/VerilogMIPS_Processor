$ cat design/flow/config.mk
export PLATFORM = sky130hd
export DESIGN_NAME = ALU
export DESIGN_NICKNAME = ALU
export VERILOG_FILES = /design/flow/design.v
export SDC_FILE = /design/flow/constraint.sdc
export NUM_CORES = 4
export LEC_CHECK = 1
export CORE_UTILIZATION = 30
$ cat design/flow/constraint.sdc
current_design ALU

set clk_period 17.8
set clk_io_pct 0.2

create_clock -name clk0 -period $clk_period

set non_clock_inputs [all_inputs -no_clocks]
set_input_delay [expr $clk_period * $clk_io_pct] -clock clk0 $non_clock_inputs
set_output_delay [expr $clk_period * $clk_io_pct] -clock clk0 [all_outputs]
$ cat design/flow/design.v
`timescale 1ns / 1ps
module ALU(
    input [31:0] oprd1,
    input [31:0] oprd2,
    input [3:0] option,
    output wire zero,
    output wire [31:0] result
);
    assign result = (option == 4'b0000) ? (oprd1 & oprd2) :             
                    (option == 4'b0001) ? (oprd1 | oprd2) :             
                    (option == 4'b0010) ? (oprd1 + oprd2) :             
                    (option == 4'b0011) ? (oprd1 ^ oprd2) :             
                    (option == 4'b0100) ? (oprd2 << oprd1[4:0]) :       
                    (option == 4'b0101) ? (oprd2 >> oprd1[4:0]) :       
                    (option == 4'b0110) ? (oprd1 - oprd2) :             
                    (option == 4'b0111) ? (((oprd1 < oprd2) && (oprd1[31] == oprd2[31]) || (oprd1[31] > oprd2[31])) ? 32'b1 : 32'b0) :  
                    (option == 4'b1000) ? (oprd1 * oprd2) :             
                    (option == 4'b1010) ? $signed(oprd1) >>> oprd2[4:0] :  
                    (option == 4'b1100) ? ~(oprd1 | oprd2) :            
                    (option == 4'b1101) ? (oprd2 << 16) :               
                    (option == 4'b1110) ? ((oprd1 != oprd2) ? 32'b0 : 32'b1) :  
                    (option == 4'b1111) ? oprd1 :                       
                    32'b0;                                              
    assign zero = (result == 32'b0);
endmodule
$ cat design/flow/run.sh
#!/bin/bash
# OpenROAD 26Q1-2900-gdf79404cd8, Yosys 0.63+post, stock flow scripts
make -C /OpenROAD-flow-scripts/flow DESIGN_CONFIG=/design/flow/config.mk WORK_HOME=/design/flow/orfs finish
==> metrics.yaml <==
cells_and_area:
  final_cell_mix: "sky130_fd_sc_hd__inv_1 (471), sky130_fd_sc_hd__nor2_1 (467), sky130_fd_sc_hd__nand2_1 (430)"
  fillCellCount: 9824
  sequential_cell_area_um2: 0
  share_of_final_layout_standard_cells_stronger_than_drive_strength_1_pct: 9.33
  multi_input_gate_area_um2: 24900
  ff_count: 0
  finish.cell_count_without_fillers: 4823
  area_delta_synth_final_pct: 10.0
  layout_top_cell: "sky130_fd_sc_hd__inv_1"
  clock_buffer_count: 0
logic_synthesis:
  top_cell_area_share_pct: 29.6
  yosys-stat-area_um2: 27800
  synth.yosys.warnings: 0
  yosys_cells: 3624
  synth_area_per_cell_um2: 7.66
  synthCells: 3624
  area_leaders: "sky130_fd_sc_hd__fa_1 (30%), sky130_fd_sc_hd__ha_1 (9.9%), sky130_fd_sc_hd__inv_1 (6.4%)"
  synthesis.area_um2: 27800
  synth.lib_cells_used.distinct: 87
  ys_seq_share_pct: 0
  synth_area_leader_cell: "sky130_fd_sc_hd__fa_1"
pwr:
  power_switching_uw: 5780
  peakVddDrop_uv: 906
  swShare_pct: 62.8
  p_per_area_nw_per_um2: 301
  static-leakage-power_uw: 0.0137
  internal_power_summed_over_all_cells_uw: 3420
grt:
  grt-ovfl-total: 0
  grt_pass1_wl_um: 240000
  vias_in_the_first_global_route: 29400
  grt_start_max_net_pins: 48
  grt_antenna_before_repair: 14
  globalRouteTotalUtil_pct: 38.3
sta:
  hold_viol_final: 0
  finalClockPeriodUsage_pct: 97.1
  final-max-slew-violation-count: 0
  report.final.setup_viol: 0
  fmax_ghz: 0.0578
  final_period_minus_worst_setup_slack_ns: 17.29
  worst_slew_margin_pct: 11.6
  grt_setup_unrepaired: "false"
  setup_total_negative_slack_ns: 0
  worst_slew_pin_slew_ns: 1.32
placement:
  placedCellCount: 4818
  dp_hpwl_um: 137000
  buffer_ports.inserted: 101
  routability_congestion: 1.13
route:
  detail_route.drc_violations: 0
  detail_route.vias_per_cell: 6.12
  routed_wire_length_per_instance_um: 35.8
  routed-via-count: 29500
  ant_nets: 0
  drtIter0Drc: 3023
  met1Wirelength_um: 68900
  dr.max_layer_used: "met5"
  first_pass_iters: 6
  wl_met2_um: 68100
  met3_wirelength_um: 23200
  detailed_route_wl_um: 173000
clock_network:
  cts_hold_repair_buffers: 0
  postCtsResizedCells: 0
  post-cts-setup-buffer-count: 0
critical_path:
  cp_num_buf_inv: 4
  timing.critical_path.fanout_max: 7
  crit_path_depth: 26
  endpoint_kind: "primary output"
  worstPathArrival_ns: 13.73
  critPathTopFamily: "adder cells"
  critPathKind: "in -> out"
  start_kind: "primary input"
  crit_path_top_delay_cell: "sky130_fd_sc_hd__clkdlybuf4s50_1"
  crit_end: "zero"
  path_common_cell: "sky130_fd_sc_hd__fa_1"
  max_stage_delay_ns: 0.94
  worst-endpoint-required_ns: 14.24
  critPathLaunch: "oprd2[12]"
floorplanning:
  die_w_um: 306
  die_height_um: 306
  boundaryPins: 101
  rows: 111
  floorplan.initialDensity_pct: 30.3
  placeable_core_region_um2: 91700
  floorplan.die_area_um2: 93800
worst_hold_path:
  hp-class: "in -> out"
  number_of_cells_on_the_worst_hold_path: 5
flow_run:
  warning_count: 96
  cap_violations: 0
status:
  run_status: "finished, final reports clean"
-- power by group through the flow --
| stage | combinational (uW) | clock, uW | sequential (uW) |
|---|---|---|---|
| after global routing | 9880 | 0 | 0 |
| after CTS | 9010 | 0 | 0 |
-- stage by stage --
stage               power [uW]  worst slack (ns)  utilization, %  instance area, um^2  hold slack (ns)
floorplan                 5770              2.55               -                27800             7.40
global placement          9010             0.939            33.3                30500             8.18
detailed placement        8960             0.768            33.3                30500             8.18
CTS                       9010             0.762            33.3                30500             8.18
global route              9880             0.178            33.3                30500             8.25
finish                    9190             0.510            33.3                30600             8.20
-- synth_stat cells (all sizes together) (22+ instances only) --
library cell  instances
a221oi               24
a21o                 26
nand3                41
and2                 22
a21oi               178
a22oi                22
ha                  219
clkbuf              183
mux4                 75
nor3                 55
buf                  92
o211ai               25
o22ai                38
a211oi               41
nand2               430
nor2                469
inv                 476
xnor2                88
mux2i                76
nor2b                29
o21ai               157
fa                  410
mux2                 30
a31oi                31
-- tightest hold or removal path, stage by stage --
cell and delay (ns):
sky130_fd_sc_hd__buf_2 0.17, sky130_fd_sc_hd__o21ai_0 0.09, sky130_fd_sc_hd__and3_1 0.16, sky130_fd_sc_hd__o22ai_1 0.20
sky130_fd_sc_hd__clkdlybuf4s50_1 0.46
-- how the worst min path moves through the flow --
stage          from    endpoint
4_1_cts   option[2]  result[11]
5_1_grt   option[2]  result[11]
6_report  option[2]  result[11]
-- layout make-up --
type	instances	area share, %
Antenna cell	5	0.0410
Inverter	490	6.02
Multi-Input combinational cell	2859	81.4
Tap cell	1186	4.86
Timing Repair Buffer	283	7.65
-- metal layers --
metal	vias to the layer above	global-route usage, %
li1	12200	-
met4	16	20.4
met3	511	16.9
met2	2130	51.1
met1	14700	52.5
met5	-	2.07
-- kinds of logic after synthesis --
family | synth area share (%)
mux | 10.1
buf+inv | 10.5
xor+xnor | 3.41
fa+ha+maj | 39.4
compound gates | 17.6
simple gates | 19.0
Power is estimated from default activity; no workload was simulated.
