### flow/config.mk
export PLATFORM = sky130hd
export DESIGN_NAME = ALUControl
export DESIGN_NICKNAME = ALUControl
export VERILOG_FILES = /design/flow/design.v
export SDC_FILE = /design/flow/constraint.sdc
export NUM_CORES = 4
export LEC_CHECK = 1
export CORE_AREA = 10 10 70 70
export DIE_AREA = 0 0 80 80
### flow/constraint.sdc
current_design ALUControl

set clk_period 2.0
set clk_io_pct 0.2

create_clock -name clk0 -period $clk_period

set non_clock_inputs [all_inputs -no_clocks]
set_input_delay [expr $clk_period * $clk_io_pct] -clock clk0 $non_clock_inputs
set_output_delay [expr $clk_period * $clk_io_pct] -clock clk0 [all_outputs]
### flow/design.v
`timescale 1ns / 1ps
module ALUControl(
    input [1:0] ALUOp,
    input [5:0] Function,
    output [3:0] ALU_Operation
    );
    assign ALU_Operation = (ALUOp == 2'b00) ? 4'b0010 :  
                           (ALUOp == 2'b01) ? 4'b0110 :  
                           (ALUOp == 2'b10) ? (
                               (Function == 6'b100000) || (Function == 6'b100001) ? 4'b0010 :  
                               (Function == 6'b100010) || (Function == 6'b100011) ? 4'b0110 :  
                               (Function == 6'b100100) ? 4'b0000 :  
                               (Function == 6'b100101) ? 4'b0001 :  
                               (Function == 6'b100110) ? 4'b0011 :  
                               (Function == 6'b100111) ? 4'b1100 :  
                               (Function == 6'b101010) || (Function == 6'b101011) ? 4'b0111 :  
                               (Function == 6'b000000) ? 4'b0100 :  
                               (Function == 6'b000010) ? 4'b0101 :  
                               (Function == 6'b000011) ? 4'b1010 :  
                               (Function == 6'b001000) ? 4'b1111 :  
                               4'bxxxx  
                           ) :
                           (ALUOp == 2'b11) ? (
                               (Function == 6'b001000) || (Function == 6'b001001) ? 4'b0010 :  
                               (Function == 6'b001100) ? 4'b0000 :  
                               (Function == 6'b001010) ? 4'b0111 :  
                               (Function == 6'b001101) ? 4'b0001 :  
                               (Function == 6'b001110) ? 4'b0011 :  
                               (Function == 6'b001111) ? 4'b1101 :  
                               (Function == 6'b000101) ? 4'b1110 :  
                               (Function == 6'b011100) ? 4'b1000 :  
                               4'bxxxx  
                           ) :
                           4'bxxxx;  
endmodule
### flow/run.sh
#!/bin/bash
# OpenROAD 26Q1-2900-gdf79404cd8, Yosys 0.63+post, stock flow scripts
make -C /OpenROAD-flow-scripts/flow DESIGN_CONFIG=/design/flow/config.mk WORK_HOME=/design/flow/orfs finish
==> impl_metrics.toml <==
# physical design summary
[die]
dieArea_mm2 = 0.006400
io_pins = 12
fp-row-count = 21
fp.dieW_um = 80
fp_util_pct = 7.363
die_y_um = 80
core_mm2 = 0.003416

[hold_path]
min_path_type = "in2out"
holdPathStages = 4
holdPathEnd = "ALU_Operation[2]"
worstHoldStart = "Function[4]"

[timing]
hold_violations = 0
layout_setup_ws_ps = 82.49
finalSetupViolCount = 0
max_freq_mhz = 521.5
drv_slew = 0
tightest_slew_ps = 273.8
rsz0062_at_grt = "no"
post-route-period-util_pct = 95.88
holdWs_ps = 1295
slew-limit-headroom_pct = 81.62
min_period_ps = 1918

[setup_path]
path_class = "in2out"
cp_max_fo = 3
cp-start-kind = "primary input"
endpoint_kind = "primary output"
cpMostUsedCell = "a311oi_1"
crit_chain = "dlygate4sd2_1, or3_4, a311oi_1, a311oi_1, buf_2"
cpMaxStageDelayCell = "or3_4"
critPathMaxStageDelay_ps = 400
cp_data_arrival_time_ps = 1520
worstPathRequired_ps = 1600

[synthesis]
most_common_cell = "nor2_1"
ys_area_um2 = 251.5
ys_top_cells_by_count = "6 x nor2_1, 4 x a31oi_1, 4 x nand2_1"
avgSynthCellArea_um2 = 6.287
ys_cells = 40
top_area_cell = "a31oi_1"
synth.top_cells.by_area = "a31oi_1 10%, buf_6 9.0%, nor2_1 9.0%, a311oi_1 7.0%, a21oi_1 6.0%"
synth_cells = 40
yosys_warnings = 0
synth_area_um2 = 251.5
yosysUniqueCellTypes = 23
seq_area_frac_synth_pct = 0
netlist.area_leader.share_pct = 9.950

[final_layout]
stdcell_area_um2 = 533.0
drive_above_1_share_pct = 50.77
nClkBuffers = 0
area_delta_synth_final_pct = 111.9
stdcell_count = 111
flop_area_um2 = 0
ff_count = 0

[outcome]
status = "finished clean"

[route]
wl_um = 1013
dr_total_vias = 382
drt_pass1_iterations = 4
diodes = 0
vias_per_cell = 3.441
postRouteAntennaNets = 0
post_drt_wl_per_cell_um = 9.126
drt_drc_violations_left = 0
drt_iter0_drc = 22

[global_routing]
grtUsageTotal_pct = 2.841
grt_pass1_vias = 360
antenna_found_initial = 0
grt_overflow = 0
grt_start_max_net_pins = 10
grt_pass1_wl_um = 1552

[pwr]
p_int_mw = 0.05483
peakVddDrop_mv = 0.04599
switching_share_pct = 43.18
power_frac_seq_pct = 0
combPwrFrac_pct = 100.0
p_switching_mw = 0.04167
power_frac_clock_pct = 0
cellPowerDensity_mw_per_mm2 = 181.0
p_leak_nw = 0.2217
power_mw = 0.09650

[place]
dp_cells = 109
place_area_um2 = 504.2
portBuffers = 12
gp_congestion = 0.9051
dp.final_hpwl_um = 809.9
dp_slack_ps = -698.6

[flow_run]
drv_cap = 0
warnings = 33
-- layer usage --
metal / share of wire, % / routed length [um] / global-route usage, % / up-vias
met3: 13 / 136 / 1.591 / 0
met2: 34 / 343 / 3.531 / 16
met4: 0 / 0 / 0.1761 / 0
li1: - / - / - / 202
met5: 0 / 0 / 0 / -
met1: 53 / 534 / 4.222 / 164
-- how the worst max path moves through the flow --
stage      startpoint                to  slack (ps)  depth (start not counted)
4_1_cts   Function[1]  ALU_Operation[2]         -30                          7
5_1_grt      ALUOp[0]  ALU_Operation[2]           2                          5
6_report     ALUOp[0]  ALU_Operation[2]          80                          5
-- power groups by stage --
stage | sequential [mW] | combinational (mW) | clock, mW
finish | 0 | 0.0965 | 0
global route | 0 | 0.106 | 0
CTS | 0 | 0.0930 | 0
-- cells in the final DEF (no fill, tap or decap), types with 2 or more instances in the layout --
cell type / netlist / routed
buf_4: 1 / 11
buf_6: 2 / 5
a31oi_1: 4 / 3
o21ai_1: 0 / 2
dlygate4sd2_1: 0 / 2
nand2_1: 4 / 3
a21oi_1: 3 / 3
clkbuf_2: 0 / 3
buf_2: 0 / 6
nor2_1: 6 / 5
a311oi_1: 2 / 2
-- critical path: cells and delay by family --
family / cells / cell delay, ps
buffers and inverters: 2 / 380
AOI/OAI and AO/OA: 2 / 340
and+or+nand+nor: 1 / 400
-- timing repair --
item | 4_1_cts | 5_1_grt
hold buffers | 0 | 0
pin swaps | 12 | 6
buffers inserted | 1 | 1
endpoints found under the setup margin | 4 | 3
gates cloned | 0 | 0
gates resized | 37 | 11
-- cell type report --
type               instances  area [um2]
fillers                  394        2883
inverters                  1       3.754
multi-input cells         36       260.3
well taps                 46       57.56
repair buffers            28       211.5
-- through the flow --
stage          setup TNS, ps  util, %
3_5_place_dp           -2426    14.76
5_1_grt                    0    15.60
3_3_place_gp           -2417    14.76
2_1_floorplan              0        -
6_report                   0    15.60
4_1_cts               -34.87    15.46
-- logic make-up after synthesis --
logic type | after synthesis | synth area share (%)
xor gates and xnor gates | 1 | 3.483
buffers and inverters | 4 | 13.43
and+or+nand+nor | 19 | 40.80
AOI/OAI and AO/OA | 16 | 42.29
Power is estimated from default activity; no workload was simulated.
